[design/flow/config.mk]
export PLATFORM = sky130hd
export DESIGN_NAME = axi_stream_insert_header
export DESIGN_NICKNAME = axi_stream_insert_header
export VERILOG_FILES = /design/flow/design.v
export SDC_FILE = /design/flow/constraint.sdc
export NUM_CORES = 4
export LEC_CHECK = 1
export CORE_UTILIZATION = 30
[design/flow/constraint.sdc]
current_design axi_stream_insert_header

set clk_period 9.7
set clk_io_pct 0.2

create_clock -name clk0 -period $clk_period [get_ports {clk}]

set non_clock_inputs [all_inputs -no_clocks]
set_input_delay [expr $clk_period * $clk_io_pct] -clock clk0 $non_clock_inputs
set_output_delay [expr $clk_period * $clk_io_pct] -clock clk0 [all_outputs]
[design/flow/design.v]
module axi_stream_insert_header #(
    parameter DATA_WD = 32,
    parameter DATA_BYTE_WD = DATA_WD / 8
) (
    input clk,
    input rst_n,
    input valid_in,
    input [DATA_WD-1 : 0] data_in,
    input [DATA_BYTE_WD-1 : 0] keep_in,
    input last_in,
    output reg ready_in,
    output reg valid_out,
    output reg [DATA_WD-1 : 0] data_out,
    output reg [DATA_BYTE_WD-1 : 0] keep_out,
    output reg last_out,
    input ready_out,
    input valid_insert,
    input [DATA_WD-1 : 0] header_insert,
    input [DATA_BYTE_WD-1 : 0] keep_insert,
    output reg ready_insert
);
function integer clog2;
input integer n;
begin
    for (clog2 = 0; n > 0; clog2 = clog2 + 1)
        n = n >> 1;
end
endfunction
reg [DATA_WD-1:0] data_in_d;
reg [DATA_BYTE_WD-1:0] keep_insert_d;
reg ready_in_d;
wire ready_in_rise;
reg last_in_d,last_in_dd;
wire [DATA_WD*2-1:0] header_r;
wire [DATA_WD*2-1:0] data_r;
localparam ZEROS_WD = clog2(DATA_BYTE_WD);
wire [ZEROS_WD-1:0] header_zeros;
reg [ZEROS_WD-1:0] header_zeros_d;
wire [ZEROS_WD-1:0] final_zeros;
wire [ZEROS_WD-1:0] total_zeros;					 
wire [DATA_WD-1 : 0] data_out_header;
wire [DATA_WD-1:0] data_out_payload;
reg [DATA_WD*2-1 : 0] data_out_tail_shift;
assign ready_in_rise = ready_in & ~ready_in_d;
assign header_r = {header_insert, data_in};
assign data_r = {data_in_d, data_in};
function [ZEROS_WD-1:0] cal_zeros;
    input [DATA_BYTE_WD-1:0] keep;
    integer i;
begin
    cal_zeros = {ZEROS_WD{1'b0}};
    for(i=0; i<DATA_BYTE_WD; i=i+1)begin
        if(~keep[i])
            cal_zeros = cal_zeros + 1'b1;
        else
            cal_zeros = cal_zeros;
    end
end
endfunction
assign header_zeros = $unsigned(cal_zeros(keep_insert));
assign final_zeros = $unsigned(cal_zeros(keep_in));
assign total_zeros = final_zeros + header_zeros_d;
assign data_out_header = header_r[DATA_WD*2-1-(header_zeros*8) -: DATA_WD];
assign data_out_payload = data_r[DATA_WD*2-1-(header_zeros_d*8) -: DATA_WD];
always @(posedge clk or negedge rst_n) begin 
    if(~rst_n) begin
        ready_in_d <= 0;
    end
    else begin
        ready_in_d <= ready_in;
    end
end
always @(posedge clk or negedge rst_n) begin
    if(~rst_n)
        ready_in <= 0;
    else if(~ready_in & ~valid_out & ready_out & valid_insert & valid_in)			
        ready_in <= 1;
    else if(ready_in & last_in)
        ready_in <= 0;
    else
        ready_in <= ready_in;
end
always @(posedge clk or negedge rst_n) begin 
    if(~rst_n)
        ready_insert <= 0;
    else if (ready_in)
        ready_insert <= 0;
    else if (~valid_out & ready_out & valid_insert & valid_in)
        ready_insert <= 1;
    else
        ready_insert <= ready_insert;
end
always @(posedge clk or negedge rst_n) begin 
    if(~rst_n)
        last_in_d <= 0;
    else if(ready_in)
        last_in_d <= last_in;
    else
        last_in_d <= 0;
end
always @(posedge clk or negedge rst_n) begin 
    if(~rst_n)
        data_in_d <= 0;
    else if (valid_in)
        data_in_d <= data_in;
    else
        data_in_d <= data_in_d;
end
always @(posedge clk or negedge rst_n) begin 
    if(~rst_n) begin
        data_out <= 0;
        keep_out <= 0;
        last_out <= 0;
        valid_out <= 0;
        header_zeros_d <= 0;
    end
    else if (ready_in_rise) begin
        data_out <= data_out_header;
        valid_out <= 1;
        keep_out <= {DATA_BYTE_WD{1'b1}};
        last_out <= 0;
        header_zeros_d <= header_zeros;
    end
    else if (last_in_d) begin
        data_out <= data_out_payload;
        keep_out <= {DATA_BYTE_WD{1'b1}} << total_zeros;
        valid_out <= 1;
        last_out <= 1;
    end
    else if(ready_in) begin
        data_out  <= data_out_payload;
        keep_out <= {DATA_BYTE_WD{1'b1}};
        valid_out <= 1;
        last_out <= 0;
    end
    else begin
        data_out <= {DATA_WD{1'b0}};
        keep_out <= {DATA_BYTE_WD{1'b0}};
        keep_insert_d <= {DATA_BYTE_WD{1'b0}};
        last_out <= 0;
        valid_out <= 0;
    end
end
endmodule
[design/flow/run.sh]
#!/bin/bash
# OpenROAD 26Q1-2900-gdf79404cd8, Yosys 0.63+post, stock flow scripts
make -C /OpenROAD-flow-scripts/flow DESIGN_CONFIG=/design/flow/config.mk WORK_HOME=/design/flow/orfs finish
==> Implementation_results.wiki <==
== Metrics ==
{| class="wikitable"
! Metric !! Value
|-
| Routability-driven placement congestion ratio || 0.897
|-
| Number of primary I/O pins || 118
|-
| Clk latency of the worst-skew pair || 0.35 ns
|-
| Yosys warning total || 1
|-
| Worst Clk Skew || 0.00892 ns
|-
| Total number of placement rows || 55
|-
| Final Routed Wirelength || 23200 um
|-
| Clock tree from TritonCTS || done
|-
| Cell area after synthesis || 6930 um2
|-
| Mapped Cells || 758
|-
| Int Pwr || 1.06 mW
|-
| Placed wire-length estimate after detailed placement || 16300 um
|-
| Vias in the first global route || 6134
|-
| Synth Register Bits || 77
|-
| TritonRoute pass-1 iters || 8
|-
| Dominant logic cell types in the final layout || sky130_fd_sc_hd__nand2_1 (125), sky130_fd_sc_hd__clkdlybuf4s50_1 (116), sky130_fd_sc_hd__dfrtp_1 (76)
|-
| Final tally of hold violations || 0
|-
| Syn_area_per_cell || 9.14 um2
|-
| Number of clock sinks || 77
|-
| Clock power frac || 17.6%
|-
| Count of instantiated cells in the yosys netlist || 758
|-
| Crit Path Class || in2reg
|-
| Starting density of the core || 30.6%
|-
| Clock transition at path regs || 0.06 ns
|-
| Setup tns final || 0 ns
|-
| Critical Path Stages || 12
|-
| Most frequent logic cell in the layout || sky130_fd_sc_hd__nand2_1
|-
| Share of post-route cells with drive strength above 1 || 17.0%
|-
| Largest fanout on the critical path || 66
|-
| Share of async-settable or async-resettable flops after synthesis || 100%
|-
| Peak Freq || 162 MHz
|-
| Worst r2r dst || data_out[23]$_DFF_PN0_
|-
| Data required time of the worst path || 9.90 ns
|-
| Post-CTS setup buffer count || 0
|-
| Leakage power total || 3.36 nW
|-
| R2r setup slk || 5.81 ns
|-
| Worst Reg2Reg Path Length in Cells || 8
|-
| Synth-to-layout area growth || 22.6%
|-
| Die extent in x || 154 um
|-
| Worst Hold Path Cells || 2
|-
| Final worst-path cycle share || 63.8%
|-
| Hold buffer count at cts || 0
|-
| Count of port buffers added during placement || 117
|-
| Number of gates given a new drive strength after cts || 0
|-
| Data arrival time of the worst path || 6.39 ns
|-
| Crit path top cell by count || sky130_fd_sc_hd__buf_4
|-
| YS chip area || 6930 um2
|-
| Total gr overflow || 0
|-
| Biggest area consumer among synthesized cells || sky130_fd_sc_hd__dfrtp_1
|-
| Placeable core area || 22600 um2
|-
| Switching power of the nets || 809 uW
|-
| Launching element type of the critical path || input pin
|-
| Number of logged tool warnings || 27
|-
| Worst hold path startpoint || ready_insert$_DFFE_PN0P_
|-
| Pin slew with the least headroom to its limit || 0.953 ns
|-
| Relative max-transition margin || 35.9%
|-
| IR drop worst, VDD || 0.114 mV
|-
| Largest net degree at the start of global routing || 67
|-
| Gr usage total || 20.0%
|-
| Crit-path slowest cell || sky130_fd_sc_hd__xor3_4
|-
| ANT nets after route || 0
|-
| Part of the Yosys area used for sequential elements || 27.8%
|-
| Max Transition Viols Final || 0
|-
| Worst path buffer plus inverter count || 6
|-
| H-tree lvl count || 3
|-
| Switching part of the total || 43.3%
|-
| Final core occ || 37.5%
|-
| Count of vias placed by the detailed router || 6584
|-
| Height of the die || 154 um
|-
| Number of design rule violations left after detail routing || 0
|-
| Type of destination of the critical path || flop
|-
| Comb pwr share || 59.5%
|-
| Clock root buffer || sky130_fd_sc_hd__clkbuf_16
|-
| Share of total power in sequential cells || 22.8%
|-
| Fill cell total of the finished layout || 2218
|-
| Wire length per cell || 20.7 um
|-
| Wire length of the first global-routing pass || 36100 um
|-
| Number of different library cells in the post-synthesis netlist || 67
|-
| Critical register-to-register path startpoint || header_zeros_d[0]$_DFFE_PN0P_
|-
| Min Clock Period, post-route || 6.19 ns
|-
| Iteration-0 DRC count of the detailed router || 497
|-
| Cell family with the largest share of critical-path delay || buffers and inverters
|-
| Power density over cell area || 220 nW/um2
|-
| Dominant synthesized flop cell || sky130_fd_sc_hd__dfrtp_1
|-
| RSZ-0062 raised after global routing || no
|-
| # Max-Cap Violations || 0
|-
| DIE AREA || 23700 um2
|-
| Max-area cell share || 27.8%
|-
| Run status || complete, no violations
|-
| Total antenna diodes in the routed design || 0
|-
| Count of library flops with an enable pin || 0
|-
| Clock buffer count from CTS || 9
|-
| Hold WC Path Type || reg2reg
|-
| Critical Path, Cell by Cell || clkdlybuf4s50_1, inv_1, ha_1, xor3_4, inv_2, ha_2, buf_4, clkinv_1, buf_4, a31o_2, a22oi_1, o221ai_1
|-
| Maximum buffer depth of the clock tree || 2
|-
| Antenna violations before repair || 0
|-
| Delay of the slowest cell on the worst path || 0.76 ns
|-
| Top post-synthesis cells by area || sky130_fd_sc_hd__dfrtp_1 (28%), sky130_fd_sc_hd__mux2_2 (9.6%), sky130_fd_sc_hd__mux4_2 (8.8%)
|-
| Via-per-instance ratio || 5.88
|-
| Final setup violation count || 0
|-
| End point of the worst hold path || ready_insert$_DFFE_PN0P_
|}
==> flip-flops by register name (all words and copies together) (netlist names) <==
register / flops
last_in_d: 1
last_out: 1
valid_out: 1
data_out: 32
keep_out: 4
ready_in_d: 1
header_zeros_d: 3
ready_insert: 1
ready_in: 1
data_in_d: 32
==> worst max-delay path by stage <==
stage         startpoint                     end  slack (ns)
4_1_cts   keep_insert[0]  data_out[13]$_DFF_PN0_        3.58
5_1_grt   keep_insert[1]  data_out[13]$_DFF_PN0_        3.29
6_report  keep_insert[0]  data_out[13]$_DFF_PN0_        3.51
==> area by class of cell <==
type                    instances  area, um2  share of cell area (%)
multi-input cells             593       4590                    54.0
flip-flops and latches         77       1930                    22.7
inverters                      15       56.3                   0.663
clock buffers                  12        256                    3.02
clock inverters                 4       22.5                   0.265
well taps                     285        357                    4.20
repair buffers                133       1290                    15.2
==> power groups by stage <==
stage | combinational [mW] | clock (mW) | sequential [mW]
after CTS | 1.10 | 0.336 | 0.428
after global routing | 1.20 | 0.350 | 0.435
final | 1.11 | 0.329 | 0.426
==> per-stage QoR <==
step | hold slack, ns | instances | area [um2] | power, mW | setup WS [ns]
after global placement | 0.513 | 1103 | 8220 | 1.52 | 3.29
after floorplan | 0.349 | 758 | 6930 | 1.24 | 4.69
after detailed placement | 0.512 | 1103 | 8220 | 1.52 | 3.20
final | 0.518 | 1119 | 8500 | 1.87 | 3.51
after global routing | 0.563 | 1119 | 8500 | 1.99 | 3.29
after CTS | 0.524 | 1119 | 8500 | 1.86 | 3.58
==> synth_stat cells (all sizes together), types with 6 or more instances <==
master and count:
a21oi 28, a311o 9, a31o 7, a31oi 12, a32o 8, a32oi 11
buf 43, clkbuf 30, dfrtp 77, ha 9, inv 14, mux2 59
mux2i 52, mux4 27, nand2 125, nand3 73, nand4 13, nor2 26
nor2b 6, o2111ai 21, o211ai 13, o21ai 11, o221ai 9, xnor2 8
==> metal layers <==
metal	vias up	global-route usage, %	part of all wire (%)
met1	3166	31.6	46
met3	31	5.63	9.8
li1	3048	-	-
met2	339	27.8	43
met4	0	3.76	2.1
met5	-	0	0
==> tightest hold or removal path, cell delays in order (launching register included) <==
cell and delay, ns:
sky130_fd_sc_hd__dfrtp_1 0.37, sky130_fd_sc_hd__inv_1 0.05, sky130_fd_sc_hd__a21oi_1 0.05
==> cells by family after synthesis <==
group	after synthesis	synth area share, %
AND-OR/OR-AND	162	17.8
XOR/XNOR	13	2.09
adder cells (fa/ha/maj)	10	1.91
buffers and inverters	88	6.30
flip-flops	77	27.8
multiplexers	138	25.9
AND/OR/NAND/NOR	270	18.2
Power is estimated from default activity; no workload was simulated.
